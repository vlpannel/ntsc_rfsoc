File: flow/design.v
`timescale 1ns / 1ps
module bram_read # (
                    parameter NUM_PIXELS = 720 * 480,
                    parameter DATA_WIDTH = 32
                   )
    (
      input logic [DATA_WIDTH-1:0] bram_data,
      output logic bram_clk,
      output logic [$clog2(NUM_PIXELS)-1:0] read_addr,
      input logic m00_axis_aclk, m00_axis_aresetn,
      input logic m00_axis_tready,
      output logic m00_axis_tvalid,
      output logic m00_axis_tlast,
      output logic [(DATA_WIDTH/8)-1:0] m00_axis_tstrb,
      output logic [DATA_WIDTH-1:0] m00_axis_tdata,
      output logic [3:0] probe_out
    );
    logic [DATA_WIDTH-1:0] intmdt1, intmdt2;
    logic [$clog2(NUM_PIXELS)-1:0] output_addr1, output_addr2, addr_out;
    assign bram_clk = m00_axis_aclk;
    assign m00_axis_tstrb = 32'hFFFF;
    enum {IDLE, LOAD, TX} state;
    assign probe_out = {1'b0, state == TX, state == LOAD, state == IDLE};  
    always @(posedge m00_axis_aclk) begin
      if (~m00_axis_aresetn) begin
        state <= IDLE;
        read_addr <= 0;
        m00_axis_tvalid <= 0;
        m00_axis_tdata <= 0;
        m00_axis_tlast <= 0;
        intmdt1 <= 0;
        intmdt2 <= 0;
        output_addr1 <= -1;
        output_addr2 <= -1;
        addr_out <= -1;
      end else begin
        case (state)
          IDLE: begin
            state <= LOAD;
            read_addr <= 0;
            m00_axis_tvalid <= 0;
            m00_axis_tdata <= 0;
            m00_axis_tlast <= 0;
            intmdt1 <= 0;
            intmdt2 <= 0;
            output_addr1 <= -1;
            output_addr2 <= -1;
            addr_out <= -1;
          end
          LOAD: begin  
            if (output_addr2 == 0) state <= TX;
            read_addr <= read_addr + 1;
            m00_axis_tvalid <= (output_addr2 == 0)? 1 : 0;
            m00_axis_tdata <= intmdt2;
            m00_axis_tlast <= 0;
            intmdt1 <= bram_data;
            intmdt2 <= intmdt1;
            output_addr1 <= read_addr;
            output_addr2 <= output_addr1;
            addr_out <= output_addr2;
          end
          TX: begin
            if (m00_axis_tready) begin
              if (addr_out >= NUM_PIXELS - 1) begin  
                state <= IDLE;
                read_addr <= 0;
                m00_axis_tvalid <= 0;
                m00_axis_tdata <= 0;
                m00_axis_tlast <= 0;
                intmdt1 <= 0;
                intmdt2 <= 0;
                output_addr1 <= 0;
                output_addr2 <= 0;
                addr_out <= 0;
              end else begin  
                state <= TX;
                read_addr <= (read_addr < NUM_PIXELS - 1)? read_addr + 1 : 0;
                m00_axis_tvalid <= 1;
                m00_axis_tdata <= intmdt2;
                m00_axis_tlast <= (output_addr2 >= NUM_PIXELS - 1);
                intmdt1 <= bram_data;
                intmdt2 <= intmdt1;
                output_addr1 <= read_addr;
                output_addr2 <= output_addr1;
                addr_out <= output_addr2;
              end
            end
          end
        endcase
      end
    end
endmodule
File: flow/constraint.sdc
current_design bram_read

set clk_period 13.3
set clk_io_pct 0.2

create_clock -name clk0 -period $clk_period [get_ports {m00_axis_aclk}]

set non_clock_inputs [all_inputs -no_clocks]
set_input_delay [expr $clk_period * $clk_io_pct] -clock clk0 $non_clock_inputs
set_output_delay [expr $clk_period * $clk_io_pct] -clock clk0 [all_outputs]
File: flow/config.mk
export PLATFORM = sky130hd
export DESIGN_NAME = bram_read
export DESIGN_NICKNAME = bram_read
export VERILOG_FILES = /design/flow/design.v
export SDC_FILE = /design/flow/constraint.sdc
export NUM_CORES = 4
export LEC_CHECK = 1
export CORE_UTILIZATION = 40
File: flow/run.sh
#!/bin/bash
# OpenROAD 26Q1-2900-gdf79404cd8, Yosys 0.63+post, stock flow scripts
make -C /OpenROAD-flow-scripts/flow DESIGN_CONFIG=/design/flow/config.mk WORK_HOME=/design/flow/orfs finish
==> results.toml <==
# generated from flow reports
[run_status]
status = "finished clean"

[timing]
setup_viol = 0
hold_violations = 0
rsz0062_at_grt = "false"
relSlewSlack_pct = 46.7
tns_ns = 0
worst_pin_slew_ns = 0.800
clock-skew-final_ns = 0.00798
finalMaxSlewViolations = 0

[yosys]
edf_count = 0
yosysUniqueCellTypes = 57
ys.warnings.count = 1
avgSynthCellArea_sq_um = 8.60
ys_seq_share_pct = 52.1
synth-seq-cells = 177
synth_chip_area_sq_um = 6800
ys.flop_type = "dfxtp_1"
async_flop_share_pct = 0
synth.cell_area_sq_um = 6800
ys_cells = 791
postSynthCellCount = 791

[placed_design]
place_hpwl_um = 10400
gp_congestion = 0.819
place_area_sq_um = 7770
dp_cells = 1042
portBuffers = 91

[route]
first_iter_violations = 444
drt-vias-per-instance = 5.47
drc_errors = 0
wl_per_cell_um = 15.6
n_antenna_cell = 0
antenna_left = 0
firstDrtPassIters = 4
routed_wirelength_um = 16800
dr_total_vias = 5887

[worst_setup_path]
crit_path_max_incr_delay_ns = 0.39
timing.rr.end = "m00_axis_tdata[25]$_SDFFE_PN0P_"
startpoint_type = "clock port"
required_ns = 10.64
cp_max_fo = 2
slowest_stage = "clkdlybuf4s50_1"
worstPathCellList = "clkbuf_16 -> clkbuf_16 -> clkdlybuf4s50_1"
critPathBufInv = 3
cp_data_arrival_time_ns = 7.28
path_delay_family = "buffers and inverters"
critical_path.most_common_cell = "clkbuf_16"
critPathKind = "clk2out"
regToRegStartpoint = "addr_out[15]$_SDFFE_PN1P_"
reg2reg_setup_slack_ns = 10.27
rr_worst_depth = 8
worstSetupEndpointType = "primary output"

[global_routing]
track_usage_pct = 19.8
globalRouteMet3Util_pct = 3.67
globalRoute.totalOverflow = 0
grt-busiest-layer = "met1"
grt_use_met2_pct = 29.7
grt_pass1_wl_um = 27500
first_global_vias = 5391
antenna_found_initial = 0
grt_util_met1_pct = 31.5
grt_start_max_net_pins = 86

[clocking]
clock_latency_ns = 0.53
path_clk_slew_ns = 0.07
cts_resized = 0
cts_setup_buffers = 0
hold_buffers = 0
cts_tree = "yes"

[power]
peakVddDrop_v = 0.0000915
leakage_nw = 3.07
power_density_nw_per_um2 = 143

[hold_path]
holdPathStages = 2
holdCritStartpoint = "intmdt1[15]$_SDFFE_PN0P_"
hold_path_end = "intmdt2[15]$_SDFFE_PN0P_"
min_path_type = "reg2reg"

[cells_and_area]
drive_gt1_share_pct = 6.77
fin_area_sq_um = 8460
areaGrowthSynthToFinish_pct = 24.4
lay_top_count = "dfxtp_1"
lay_top_cells = "dfxtp_1 (177), o21ai_1 (96), clkdlybuf4s50_1 (90)"
stdcell_count = 1077
fin_util_pct = 51.0

[floorplanning]
rows = 47
pin_count = 97
initial_utilization_pct = 41.0
die_width_um = 132
chip_area_sq_um = 17500
core-area_sq_um = 16600
die-height_um = 132

[run]
drv_cap = 0
log.warning_count = 26
==> power by group <==
group | switching [mW] | leakage [nW] | total, mW | internal, mW
Combinational | 0.0546 | 1.29 | 0.0882 | 0.0336
Sequential | 0.0119 | 1.44 | 0.562 | 0.550
Clock | 0.231 | 0.338 | 0.563 | 0.332
Total | 0.297 | 3.07 | 1.21 | 0.915
==> cell type report <==
cell class,instances,area [sq um]
Clock inverter,14,188
Clock buffer,22,514
Tap cell,220,275
Multi-Input combinational cell,535,2930
Inverter,7,26.3
Sequential cell,177,3540
Timing Repair Buffer,102,988
Fill cell,1496,8120
==> cells in the mapped netlist, types with 7 or more instances <==
master / number / area [sq um]
nor2_1: 70 / 263
buf_4: 10 / 75.1
nand3_1: 43 / 215
o22ai_1: 33 / 206
nand2_1: 84 / 315
buf_2: 9 / 45.0
a21oi_1: 65 / 325
a22o_1: 36 / 315
nand4_1: 13 / 81.3
o21ai_0: 7 / 35.0
clkbuf_1: 50 / 188
o21ai_1: 98 / 490
dfxtp_1: 177 / 3540
==> registers in the layout, summed over array words and instances, names as in the netlist <==
name and count:
output_addr1 19, m00_axis_tdata 32, m00_axis_tlast 1, m00_axis_tvalid 1
intmdt2 32, intmdt1 32, output_addr2 19, read_addr 19
state 3, addr_out 19
==> per-layer routing <==
layer | wire (um) | part of all wire, %
met2 | 7560 | 45
met5 | 0 | 0
met1 | 8310 | 49
met4 | 172 | 1.0
met3 | 758 | 4.5
==> metrics by stage <==
step | setup slack [ns] | power, mW | hold WS, ns
final | 3.36 | 1.21 | 0.458
after global routing | 3.34 | 1.26 | 0.478
after CTS | 3.35 | 1.22 | 0.460
after detailed placement | 3.62 | 0.666 | 0.449
after global placement | 3.62 | 0.664 | 0.443
after floorplan | 3.89 | 0.636 | 0.420
==> cells by family after synthesis <==
kind of cell	after synthesis	share of synthesized area, %
and+or+nand+nor	244	16.1
AOI/OAI and AO/OA	283	25.7
buffers and inverters	82	5.57
adders and majority gates	1	0.184
muxes	2	0.294
DFF	177	52.1
other	2	0.110
==> worst max-delay path by stage <==
stage,startpoint,endpoint,slack [ns],depth (start not counted)
after global routing,m00_axis_aclk,bram_clk,3.34,3
after CTS,m00_axis_aclk,bram_clk,3.35,3
final,m00_axis_aclk,bram_clk,3.36,3
==> worst min-delay path, delay by kind of cell (launching register included) <==
kind	cells	cell delay (ns)
compound gates	1	0.05
flops	1	0.30
simple gates	1	0.06
Power and IR drop assume default switching activity.
